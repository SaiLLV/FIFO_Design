File: flow/config.mk
export PLATFORM = sky130hd
export DESIGN_NAME = FIFO_Memory
export DESIGN_NICKNAME = FIFO_Memory
export VERILOG_FILES = /design/flow/design.v
export SDC_FILE = /design/flow/constraint.sdc
export NUM_CORES = 4
export LEC_CHECK = 1
export CORE_UTILIZATION = 50
File: flow/constraint.sdc
current_design FIFO_Memory

set clk_period 5.7
set clk_io_pct 0.2

create_clock -name clk0 -period $clk_period [get_ports {rclk}]
create_clock -name clk1 -period $clk_period [get_ports {wclk}]

set non_clock_inputs [all_inputs -no_clocks]
set_input_delay [expr $clk_period * $clk_io_pct] -clock clk0 $non_clock_inputs
set_output_delay [expr $clk_period * $clk_io_pct] -clock clk0 [all_outputs]
File: flow/design.v
`timescale 1ns / 1ps
module FIFO_Memory #(
    parameter DSIZE = 8,
    parameter ASIZE = 4
) (input   wreq, wclk, wrst_n,
    input   rreq, rclk, rrst_n,
    input   [DSIZE-1:0] wdata,
    output  [DSIZE-1:0] rdata,
    output  reg wfull,
    output  reg rempty);
    reg     [ASIZE:0]   wq2_rptr, wq1_rptr, rptr;
reg     [ASIZE:0]   rq2_wptr, rq1_wptr, wptr;
wire    rempty_val;
wire    [ASIZE : 0] rptr_nxt;
wire    [ASIZE-1:0] raddr;
reg     [ASIZE:0] rbin;
wire    [ASIZE:0] rbin_nxt;
wire    [ASIZE-1:0] waddr;
reg     [ASIZE:0] wbin;
wire    [ASIZE:0] wbin_nxt;
wire    [ASIZE : 0] wptr_nxt;
always @(posedge wclk or negedge wrst_n) begin
    if(!wrst_n)
        {wq2_rptr, wq1_rptr} <= 2'b0;
    else
        {wq2_rptr, wq1_rptr} <= {wq1_rptr, rptr};
end
always @(posedge rclk or negedge rrst_n) begin
    if(!rrst_n)
        {rq2_wptr, rq1_wptr} <= 2'b0;
    else
        {rq2_wptr, rq1_wptr} <= {rq1_wptr, wptr};
end
assign  rempty_val = (rptr_nxt == rq2_wptr); 
always @(posedge rclk or negedge rrst_n) begin
    if(!rrst_n)
        rempty <= 1'b0;
    else
        rempty <= rempty_val;
end
assign rbin_nxt = rbin + (rreq & ~rempty);
always @ (posedge rclk or negedge rrst_n) 
    if (!rrst_n)
        rbin <= 0;
    else 
        rbin <= rbin_nxt;
assign raddr = rbin[ASIZE-1:0]; 
assign rptr_nxt = rbin_nxt ^ (rbin_nxt>>1);
always @ (posedge rclk or negedge rrst_n)
    if (!rrst_n)
        rptr <= 0;
    else 
        rptr <= rptr_nxt;
assign wbin_nxt = wbin + (wreq & !wfull);
always @ (posedge wclk or negedge wrst_n)
    if(!wrst_n)
        wbin <= 0;
    else
        wbin <= wbin_nxt;
assign waddr = wbin [ASIZE-1:0];
assign wptr_nxt = (wbin_nxt>>1) ^ wbin_nxt; 
always @ (posedge wclk or negedge wrst_n)
    if(!wrst_n)
        wptr <= 0;
    else
        wptr <= wptr_nxt;
wire wfull_val;
assign wfull_val = (wq2_rptr == {~wptr[ASIZE : ASIZE-1],wptr[ASIZE-2 : 0]});
always @ (posedge wclk or negedge wrst_n)
    if (!wrst_n)
        wfull <= 0;
    else 
        wfull <= wfull_val;
localparam DEPTH = (1 << (ASIZE));
reg [DSIZE-1 : 0] mem [0: DEPTH -1];
assign rdata = mem[raddr];
always @ (posedge wclk)
    if (wreq & !wfull) mem[waddr] <= wdata;
endmodule
File: flow/run.sh
#!/bin/bash
# OpenROAD 26Q1-2900-gdf79404cd8, Yosys 0.63+post, stock flow scripts
make -C /OpenROAD-flow-scripts/flow DESIGN_CONFIG=/design/flow/config.mk WORK_HOME=/design/flow/orfs finish
==> flow_summary.ini <==
; implementation run metrics
[yosys]
yosys.stat.seqShare_pct = 75.9
ys_warn_count = 1
yosys_area_um2 = 6380
netlist_area_um2 = 6380
synthCells = 344
ys_types = 30
syn_avg_cell_area_um2 = 18.6
ys_cells = 344
synth_flops = 168
flop_cell = edfxtp_1
ys_async_sr_fraction_pct = 23.8
synth-edff-count = 128

[setup_path]
required_ns = 4.56
critPathLaunch = rbin[0]
arrival_ns = 2.89
reg2reg_setup_slack_ns = 2.68
cp_max_fo = 33
reg2reg_depth = 7
startpoint_type = register
end_kind = output pin
crit_end = rdata[2]
rr_endpoint = rempty
worstSetupPathType = register to output pin
reg2reg_from = rbin[0]

[cts]
cts.sinks = 168
holdBufCountCts = 0
post_cts_buffers = 0
clk_pin_slew_ns = 0.05
cts_tree = yes
ctsResizeCount = 0

[power_and_ir_drop]
power_frac_seq_pct = 43.8
leakage_nw = 2.67
internal_power_mw = 2.79
pwr-share-clk_pct = 28.6
sw_frac_of_total_pct = 29.6
power.total_mw = 3.97
combPwrFrac_pct = 27.6
p_sw_mw = 1.17
vdd_ir_drop_max_uv = 299
power_density_nw_per_um2 = 534

[floorplanning]
ioPinCount = 24
core_um2 = 12200
die_y_um = 115
die_area_um2 = 13200
die_w_um = 115
rows = 40
initial_utilization_pct = 52.3

[min_path]
worstHoldPathType = register to register
hold_depth = 0

[detailed_routing]
drc = 0
antenna_cells = 0
drt-met1-wl_mm = 5.21
ant_nets = 0
wl_mm = 11.5
post_drt_wl_per_cell_um = 20.3
viasPerCell = 5.44
route.met3.wl_mm = 1.38
first_pass_iters = 4
top_layer_used = met4
via_count = 3071
drt-initial-drc-count = 233
wl_met2_mm = 4.80

[timing]
setup_tns_ns = 0
skew_ns = 0.00941
relSlewSlack_pct = 41.2
slew_viol_final = 0
worst_pin_slew_ns = 0.878
setup_viol = 0
rsz0062_at_grt = false
hold_violations = 0

[grt]
grtUsageTotal_pct = 21.4
grt_pass1_vias = 3245
antenna_found_initial = 0
grt_overflow = 0
grt_max_degree = 34
grt_pass1_wl_mm = 18.3

[job]
maxCapViolCount = 0
warnings = 26

[layout]
fin_util_pct = 60.8
fillers = 896
syn2layout_area_growth_pct = 16.2
layout-drive-gt1-share_pct = 14.9
design_area_um2 = 7420

[placement]
portBuffers = 22
place_area_um2 = 6810
hpwl_mm = 7.39
gp_congestion = 0.773

[run_status]
status = completed
## state kept, by name (all words and copies together), names as in the netlist
signal and count:
wfull 1, wptr 5, mem 128, rbin 4
rptr 5, rq2_wptr 5, wq1_rptr 5, wbin 4
rempty 1, wq2_rptr 5, rq1_wptr 5
## per-stage QoR
stage	setup WS (ns)	hold slack [ns]	instances
3_5_place_dp	1.91	0.335	529
5_1_grt	1.38	0.215	565
4_1_cts	1.60	0.209	565
6_report	1.67	0.229	565
3_3_place_gp	1.87	0.332	529
2_1_floorplan	2.98	0.331	344
## power by group through the flow
stage / Sequential (mW) / Clock, mW / Combinational (mW)
final: 1.74 / 1.14 / 1.09
after CTS: 1.74 / 1.16 / 1.10
after global routing: 1.77 / 1.21 / 1.21
## worst min-delay path by stage
stage            endpoint  slack, ns    start
finish        wq1_rptr[1]       0.23  rptr[1]
CTS           wq1_rptr[1]       0.21  rptr[1]
global route  wq1_rptr[1]       0.21  rptr[1]
## per-layer routing
layer,GRT usage (%),vias up
met4,2.08,0
met2,27.0,117
met1,37.9,1520
li1,-,1423
met3,13.1,11
met5,0,-
## cell type report
| type | instances | area (um^2) | share of cell area (%) |
|---|---|---|---|
| repair buffers | 33 | 303 | 4.08 |
| clock buffers | 25 | 519 | 7.00 |
| flip-flops and latches | 168 | 4850 | 65.3 |
| multi-input cells | 155 | 1440 | 19.4 |
| well taps | 168 | 210 | 2.83 |
| clock inverters | 11 | 87.6 | 1.18 |
| inverters | 5 | 18.8 | 0.253 |
## kinds of logic after synthesis
group	synth area share (%)
compound gates	4.12
buf+inv	1.63
xor+xnor	3.51
fa+ha+maj	0.784
simple gates	3.31
mux	10.8
flops	75.9
## worst max-delay path, stage by stage (launching register included)
cell and delay [ns]:
dfrtp_2 0.72, buf_4 0.58, mux2i_1 0.14, a221oi_1 0.45, a22oi_1 0.17, nand2_1 0.09, clkdlybuf4s50_1 0.46
## cell usage in the layout (no fill, tap or decap), drive strengths merged
cell type	count
edfxtp	128
dfrtp	40
mux2i	32
clkbuf	25
clkdlybuf4s50	22
a221oi	16
mux4	16
nor2	14
xor2	13
nand2	11
buf	11
xnor2	10
a22oi	8
o21ai	8
inv	8
clkinv	7
nand3	6
nor3	5
ha	4
nand2b	3
or3	2
and3	1
and2b	1
and2	1
a21boi	1
nor2b	1
xnor3	1
a2111oi	1
bufinv	1
## cells in the mapped netlist, types with 2 or more instances
master / number / area (um^2)
nand2_1: 11 / 41.3
nor3_1: 5 / 25.0
dfrtp_1: 40 / 1000
xor2_1: 13 / 114
edfxtp_1: 128 / 3840
a22oi_1: 8 / 60.1
clkbuf_1: 7 / 26.3
xnor2_1: 10 / 87.6
mux2i_1: 32 / 320
buf_2: 5 / 25.0
or3_1: 2 / 12.5
buf_4: 3 / 22.5
nand2b_1: 3 / 18.8
mux4_1: 2 / 52.6
nand3_1: 6 / 30.0
ha_1: 4 / 50.1
o21ai_0: 8 / 40.0
nor2_1: 14 / 52.6
mux4_2: 14 / 315
inv_1: 4 / 15.0
a221oi_1: 16 / 140
No activity file was given, so power comes from the tool's default toggle rates.
