[flow/design.v]
`timescale 1ns / 1ps
module Synch_FIFO #(parameter DEPTH = 8, DWIDTH = 16)
(
    input rstn,
    input clk,
    input wr_en,
    input rd_en,
    input      [DWIDTH-1:0] din,
    output reg [DWIDTH-1:0] dout,
    output reg full,
    output reg empty
);
    reg [$clog2(DEPTH):0] wptr;
    reg [$clog2(DEPTH):0] rptr;
    reg [DWIDTH-1:0] fifo [DEPTH-1:0];
    always @(posedge clk or negedge rstn) begin
        if (!rstn) begin
            wptr <= 0;
            rptr <= 0;
            full <= 0;
            empty <= 1;
        end else begin
            if (wr_en && !full) begin
                fifo[wptr[$clog2(DEPTH)-1:0]] <= din;
                wptr <= wptr + 1;
                empty <= 0;
            end
            if (rd_en && !empty) begin
                dout <= fifo[rptr[$clog2(DEPTH)-1:0]];
                rptr <= rptr + 1;
                full <= 0;
            end
            if ((wptr[$clog2(DEPTH)-1:0] == rptr[$clog2(DEPTH)-1:0]) && (wptr[$clog2(DEPTH)] != rptr[$clog2(DEPTH)])) begin
                full <= 1;
            end else begin
                full <= 0;
            end
            if (wptr == rptr) begin
                empty <= 1;
            end else begin
                empty <= 0;
            end
        end
    end
endmodule
[flow/config.mk]
export PLATFORM = sky130hd
export DESIGN_NAME = Synch_FIFO
export DESIGN_NICKNAME = Synch_FIFO
export VERILOG_FILES = /design/flow/design.v
export SDC_FILE = /design/flow/constraint.sdc
export NUM_CORES = 4
export LEC_CHECK = 1
export CORE_UTILIZATION = 50
[flow/constraint.sdc]
current_design Synch_FIFO

set clk_period 3.7
set clk_io_pct 0.2

create_clock -name clk0 -period $clk_period [get_ports {clk}]

set non_clock_inputs [all_inputs -no_clocks]
set_input_delay [expr $clk_period * $clk_io_pct] -clock clk0 $non_clock_inputs
set_output_delay [expr $clk_period * $clk_io_pct] -clock clk0 [all_outputs]
[flow/run.sh]
#!/bin/bash
# OpenROAD 26Q1-2900-gdf79404cd8, Yosys 0.63+post, stock flow scripts
make -C /OpenROAD-flow-scripts/flow DESIGN_CONFIG=/design/flow/config.mk WORK_HOME=/design/flow/orfs finish
==> flow_results.xml <==
<?xml version="1.0" encoding="UTF-8"?>
<metrics>
  <group name="clock_tree">
    <metric name="clock_transition_at_the_registers_of_the_reported_paths" unit="ps">50</metric>
    <metric name="numCtsBuffers" unit="">17</metric>
    <metric name="htree_num_levels" unit="">4</metric>
    <metric name="cts_hold_buf" unit="">0</metric>
    <metric name="root_buffer_cell" unit="">sky130_fd_sc_hd__clkbuf_16</metric>
    <metric name="insertion_delay" unit="ps">410</metric>
    <metric name="cts_tree" unit="">built</metric>
    <metric name="clockBufferDepth" unit="">2</metric>
    <metric name="clock_sinks" unit="">154</metric>
    <metric name="ctsResizeCount" unit="">0</metric>
    <metric name="post-cts-setup-buffer-count" unit="">0</metric>
  </group>
  <group name="routing">
    <metric name="avgRoutedWirePerCell" unit="um">22.0</metric>
    <metric name="detail-route-antenna-nets" unit="">0</metric>
    <metric name="initialDrtViolationCount" unit="">199</metric>
    <metric name="count_of_antenna_diodes_in_the_layout" unit="">0</metric>
    <metric name="drtPass1Iterations" unit="">4</metric>
    <metric name="detailroute.via_count" unit="">3178</metric>
    <metric name="route.final.wire_length" unit="mm">11.8</metric>
    <metric name="vias_per_cell" unit="">5.91</metric>
    <metric name="drc" unit="">0</metric>
  </group>
  <group name="critical_path">
    <metric name="worstSetupEndpointType" unit="">register</metric>
    <metric name="timing.critical_path.fanout_max" unit="">16</metric>
    <metric name="worstSetupStartpointType" unit="">register</metric>
    <metric name="crit_arrival" unit="ps">2580</metric>
    <metric name="critical_path_required" unit="ps">3860</metric>
    <metric name="category_of_the_critical_setup_timing_path" unit="">reg2reg</metric>
  </group>
  <group name="final_timing">
    <metric name="rsz0062_at_grt" unit="">no</metric>
    <metric name="finalWorstPathRequiredPeriod" unit="ps">2420</metric>
    <metric name="worst_pin_slew" unit="ps">806</metric>
    <metric name="slew_headroom" unit="">0.463</metric>
    <metric name="final_period_utilization" unit="">0.653</metric>
    <metric name="skew" unit="ps">7.16</metric>
    <metric name="final-max-slew-violation-count" unit="">0</metric>
    <metric name="setup_total_negative_slack" unit="ps">0</metric>
    <metric name="final.hold.worst_slack" unit="ps">489</metric>
    <metric name="final_critical_path_setup_slack" unit="ps">1280</metric>
    <metric name="setup_viol" unit="">0</metric>
    <metric name="max_freq" unit="MHz">414</metric>
    <metric name="hold_fails_final_rpt" unit="">0</metric>
  </group>
  <group name="job">
    <metric name="log.warning_count" unit="">33</metric>
    <metric name="max_cap_violations" unit="">0</metric>
  </group>
  <group name="floorplanning">
    <metric name="initCoreUtil" unit="">0.512</metric>
    <metric name="dieWidth" unit="um">110</metric>
    <metric name="core" unit="um2">11400</metric>
    <metric name="rows" unit="">39</metric>
    <metric name="io_pins" unit="">38</metric>
    <metric name="dieHeight" unit="um">110</metric>
    <metric name="die_area" unit="um2">12100</metric>
  </group>
  <group name="yosys">
    <metric name="syn-instance-count" unit="">325</metric>
    <metric name="yosysSeqAreaShare" unit="">0.782</metric>
    <metric name="syn_area_per_cell" unit="um2">18.0</metric>
    <metric name="ys.warnings.count" unit="">2</metric>
    <metric name="synthDistinctLibCells" unit="">30</metric>
    <metric name="cells_in_synth_stat_txt" unit="">325</metric>
    <metric name="post_synth_instance_area" unit="um2">5850</metric>
    <metric name="synth_flops" unit="">154</metric>
    <metric name="synth_chip_area" unit="um2">5850</metric>
  </group>
  <group name="power">
    <metric name="irDropWorstVdd" unit="mV">0.546</metric>
    <metric name="cellLeakagePower" unit="nW">2.41</metric>
    <metric name="areal_power_density_over_the_cells" unit="nW/um2">761</metric>
    <metric name="total_power" unit="mW">5.37</metric>
  </group>
  <group name="hold_path">
    <metric name="worstHoldPathType" unit="">reg2reg</metric>
  </group>
  <group name="placement">
    <metric name="dp_hpwl" unit="mm">7.06</metric>
    <metric name="dp_worst_setup_slack" unit="ps">1000</metric>
    <metric name="gp_congestion" unit="">0.787</metric>
    <metric name="buffer_ports.inserted" unit="">37</metric>
  </group>
  <group name="layout">
    <metric name="layout.filler_cells" unit="">824</metric>
    <metric name="postLayoutCoreUtil" unit="">0.618</metric>
    <metric name="drive_above_1_share" unit="">0.185</metric>
    <metric name="area_growth" unit="%">20.6</metric>
  </group>
  <group name="grt">
    <metric name="grt_max_degree" unit="">25</metric>
    <metric name="total_routing_resource_utilization_after_global_routing" unit="">0.231</metric>
    <metric name="grt_pass1_wl" unit="mm">17.8</metric>
    <metric name="global_route.overflow_total" unit="">0</metric>
    <metric name="vias_in_the_first_global_route" unit="">3287</metric>
    <metric name="initial_antenna_violation_count" unit="">0</metric>
  </group>
  <group name="run_status">
    <metric name="outcome" unit="">complete, no violations</metric>
  </group>
</metrics>
-- report_power, final --
part | total [mW] | internal, mW | leakage (nW) | switching [mW]
clock | 1.75 | 1.12 | 0.288 | 0.634
combinational | 1.33 | 0.597 | 0.698 | 0.731
sequential | 2.29 | 2.17 | 1.42 | 0.119
-- per-layer routing --
metal,track usage,share of wire
met2,0.342,0.48
met5,0,0
met4,0.0263,0.010
met3,0.129,0.11
met1,0.347,0.40
-- state kept, by name, indices dropped and copies added (netlist names) --
register,cells
full,1
empty,1
wptr,4
dout,16
fifo,128
rptr,4
-- Yosys cell counts (all sizes together) --
master  number  area, um2
a221o        1       10.0
nor2        13       48.8
nand2       22       82.6
a221oi      12        105
a21oi        2       10.0
a222oi      16        160
dfstp        1       26.3
clkbuf      10       37.5
nand3        1       5.00
mux2        24        274
nand4        2       12.5
and3         8       50.1
a22oi        1       7.51
edfxtp     144       4320
xnor2        7       61.3
and2         4       27.5
o21ai        9       45.0
nor2b        3       18.8
a41oi        9       78.8
inv          6       22.5
xor2         1       8.76
buf          7       47.5
ha          12        150
dfrtp        9        225
mux2i        1       10.0
-- kinds of logic after synthesis --
| group | count (synthesis) | synth area share |
|---|---|---|
| flops | 154 | 0.782 |
| fa+ha+maj | 12 | 0.0257 |
| buf+inv | 23 | 0.0184 |
| compound gates | 50 | 0.0712 |
| xor+xnor | 8 | 0.0120 |
| mux | 25 | 0.0486 |
| simple gates | 53 | 0.0419 |
-- worst paths after layout --
| path | from | end | slack, ps | cells after the start |
|---|---|---|---|---|
| min in group asynchronous | rstn | wptr[0] | 640 | 2 |
| worst max-delay path | rptr[2] | dout[5] | 1280 | 5 |
| worst min register to register | rptr[3] | rptr[3] | 490 | 1 |
| worst max register to register | rptr[2] | dout[5] | 1280 | 5 |
| worst min-delay path | rptr[3] | rptr[3] | 490 | 1 |
| max in group asynchronous | rstn | empty | 2840 | 2 |
-- final cells by class --
type                    instances  area, um2  share of cell area
inverters                       6       22.5             0.00319
flip-flops and latches        154       4580               0.649
repair buffers                 55        505              0.0716
well taps                     143        179              0.0254
clock buffers                  19        433              0.0614
clock inverters                13        174              0.0246
multi-input cells             148       1170               0.165
-- through the flow --
step / std cells / instance area (um2)
floorplan: 325 / 5850
detailed placement: 506 / 6450
CTS: 538 / 7060
global route: 538 / 7060
global placement: 506 / 6450
finish: 538 / 7060
-- cells in the final DEF (no fill, tap or decap), types with 4 or more instances in the layout --
cell type / count
sky130_fd_sc_hd__a41oi_1: 9
sky130_fd_sc_hd__nand2_1: 22
sky130_fd_sc_hd__buf_4: 18
sky130_fd_sc_hd__o21ai_1: 6
sky130_fd_sc_hd__dfrtp_1: 9
sky130_fd_sc_hd__edfxtp_1: 144
sky130_fd_sc_hd__clkbuf_16: 17
sky130_fd_sc_hd__xnor2_1: 7
sky130_fd_sc_hd__inv_1: 5
sky130_fd_sc_hd__nor2_1: 13
sky130_fd_sc_hd__and3_1: 8
sky130_fd_sc_hd__clkdlybuf4s50_1: 37
sky130_fd_sc_hd__bufinv_16: 4
sky130_fd_sc_hd__ha_1: 12
sky130_fd_sc_hd__mux2_2: 23
sky130_fd_sc_hd__a222oi_1: 16
sky130_fd_sc_hd__a221oi_1: 12
-- worst max-delay path: stages, from the launching register on --
cell and delay, ps:
sky130_fd_sc_hd__dfrtp_1 580, sky130_fd_sc_hd__inv_2 210, sky130_fd_sc_hd__ha_1 520, sky130_fd_sc_hd__a222oi_1 450, sky130_fd_sc_hd__o21ai_1 120, sky130_fd_sc_hd__mux2_2 270
Power figures rest on the tool's default switching activity, not on a simulated workload.
